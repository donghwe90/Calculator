File: flow/design.v
`timescale 1ns / 1ps
module Reg(input CLK, RST, LD,
           input [3:0] D,
           output reg [3:0] Q);
always @(posedge CLK)
    begin
        if(RST)
            Q <= 0;
        else if(LD)
            Q <= D;
        else    Q[3:0] <= Q[3:0];
     end
endmodule
`timescale 1ns / 1ps
module RemainderShiftReg(input CLK, RST, SL, SR, LD, LeftIn, RightIn,
                input [4:0] D,
                output reg [4:0] Q);
always @(posedge CLK)
    begin
        if(RST)
            Q <= 0;
        else if(LD)
            Q <= D;
        else if(SL)
            begin
                Q[4:0] <= {Q[3:0], LeftIn};
            end
        else if(SR)
            begin
                Q[4:0] <= {RightIn,Q[4:1]};
            end
        else    Q[4:0] <= Q[4:0];
     end
endmodule
`timescale 1ns / 1ps
module ShiftReg(input CLK, RST, SL, LD, LeftIn,
                input [3:0] D,
                output reg [3:0] Q);
always @(posedge CLK)
    begin
        if(RST)
            Q <= 0;
        else if(LD)
            Q <= D;
        else if(SL)
            begin
                Q[3:0] <= {Q[2:0], LeftIn};
            end
        else    Q[3:0] <= Q[3:0];
     end
endmodule
`timescale 1ns / 1ps
module UD_CNT_4(input [3:0] D,
                input LD, UD, CE, CLK, RST,
                output reg [3:0] Q);
always @(posedge CLK, posedge RST)
begin
    if(RST) Q <= 4'b0;
    else if(CE)
        begin
            if(LD) Q <= D;
            else
                begin
                    case(UD)
                        1: Q <= Q + 1;
                        0: Q <= Q - 1;
                    endcase
                end
        end
    else Q <= Q;
end
endmodule
`timescale 1ns / 1ps
module div_cu(input rst, CLK, Go, R_It_Y, cnt_out, Error,
          output reg [9:0] ctrl,
          output reg Done);
reg [3:0] ns, cs;
parameter
    IDLE = 10'b0_0_0_0_0_0_0_0_0_0,  
    S1 = 10'b0_1_0_0_1_0_0_0_1_0,  
    S2 = 10'b0_0_1_0_0_1_0_0_0_0,
    S3 = 10'b0_0_0_0_0_0_0_0_1_0,  
    S3_0 = 10'b1_1_0_0_0_0_0_0_0_0,  
    S3_1 = 10'b0_0_0_0_0_0_0_0_0_0,  
    S4 = 10'b0_0_1_0_0_1_1_0_0_0,  
    S5 = 10'b0_0_1_0_0_1_0_0_0_0,  
    S6 = 10'b0_0_0_1_0_0_0_0_0_0,
    S7 = 10'b0_0_0_0_0_0_0_0_0_1,
    S7_E = 10'b0_0_0_0_0_0_0_0_0_0;
always @(Go, Done, ns, cs, Error, R_It_Y, cnt_out)
begin
    case(cs)
        4'd0:
            begin
                Done = 0;
                if(Go) ns = 4'd1;
                else   ns = 4'd0;
            end
        4'd1:
            begin
                Done = 0;
                if(Error) begin ns = 4'd8; end
                else ns = 4'd2;
            end
        4'd2:
            begin
                Done = 0; 
                ns = 4'd3;
            end
         4'd3:
           begin
               Done = 0;
               ns = 4'd4;
           end
        4'd4:
            begin
                Done = 0;
                begin if(R_It_Y) ns = 4'd6; else ns = 4'd5; end
            end
        4'd5:
            begin
                Done = 0;
                if(cnt_out) ns = 4'd7;
                else ns = 4'd3;
            end
        4'd6:
            begin
                Done = 0;
                if(cnt_out) ns = 4'd7;
                else ns = 4'd3;
            end
        4'd7:
            begin
                Done = 0;
                ns = 4'd8;
            end
        4'd8:
            begin
                Done = 1;
                ns = 4'd0;
            end
        default: ns = 4'd0;
    endcase
end
always @(posedge CLK, posedge rst)
begin
    if(rst)
        cs <= 0;
    else
        cs <= ns;
end
always @(cs, ctrl, R_It_Y, Error)  
begin
    case(cs)
        4'd0: ctrl = IDLE;
        4'd1: ctrl = S1;
        4'd2: ctrl = S2;
        4'd3: ctrl = S3;
        4'd4: begin if(R_It_Y) ctrl = S3_1; else ctrl = S3_0; end
        4'd5: ctrl = S4;
        4'd6: ctrl = S5;
        4'd7: ctrl = S6;
        4'd8: begin if(Error) begin ctrl = S7_E; end  else begin ctrl = S7; end end
    endcase
end
endmodule
`timescale 1ns / 1ps
module div_dp(input rst, CLK, sel1, ld1, sl1, sr1, ld2, sl2, lf, ud, ce, sel2,
          input [3:0] Dividend, Divisor, n,
          output R_It_Y, cnt_out, error,
          output [3:0] Q, R);
wire lessThan;
wire [4:0] Remainder_out, sub_out, q_r;
wire [3:0] q_x, q_y, q_cnt;
assign cnt_out = (q_cnt == 0) ? 1 : 0;
assign error = (Divisor == 0) ? 1 : 0;
assign R_It_Y = (q_r[3:0] < q_y) ? 1 : 0;
div_mux1 U0 (.in1(sub_out), .in2(5'd0), .s2(sel1), .m1out(Remainder_out));
RemainderShiftReg U1 (.CLK(CLK), .RST(rst), .SL(sl1), .SR(sr1), .LD(ld1), .LeftIn(q_x[3]), .RightIn(0), .D(Remainder_out), .Q(q_r));
ShiftReg U3 (.CLK(CLK), .RST(rst), .SL(sl2), .LD(ld2), .LeftIn(lf), .D(Dividend), .Q(q_x));
Reg U4 (.CLK(CLK), .RST(rst), .LD(ld2), .D(Divisor), .Q(q_y));
subtractor U5 (.in1(q_r), .in2(q_y), .out(sub_out));
mux3 U6 (.in1({q_r[3:0]}), .in2(0), .s2(sel2), .out(R));
mux3 U7 (.in1(q_x), .in2(0), .s2(sel2), .out(Q));
UD_CNT_4 U8 (.D(n), .LD(ld2), .UD(ud), .CE(ce), .CLK(CLK), .RST(rst), .Q(q_cnt));
endmodule
`timescale 1ns / 1ps
module div_mux1(input [4:0] in1, in2, 
            input s2,
            output reg [4:0] m1out);
always @ (in1, in2, s2)
            begin
                if (s2)  m1out = in1;
                else m1out = in2;
            end
endmodule
`timescale 1ns / 1ps
module division(input clk, go, rst,
                input [3:0] x, y,
                output [3:0] r, q,
                output done);
wire R_It_Y, cnt_out, Error;
wire [9:0] ctrl;
div_cu U0(.rst(rst), .CLK(clk), .Go(go), .R_It_Y(R_It_Y), .cnt_out(cnt_out), .Error(Error), .ctrl(ctrl), .Done(done));
div_dp U1(.rst(rst), .CLK(clk),  .sel1(ctrl[9]), .ld1(ctrl[8]), .sl1(ctrl[7]), .sr1(ctrl[6]), .ld2(ctrl[5]), .sl2(ctrl[4]), .lf(ctrl[3]), .ud(ctrl[2]), .ce(ctrl[1]), .sel2(ctrl[0]),
      .Dividend(x), .Divisor(y), .n(4),
      .R_It_Y(R_It_Y), .cnt_out(cnt_out), .error(Error),
      .Q(q), .R(r));
endmodule
`timescale 1ns / 1ps
module mux3(input [3:0] in1, in2, 
            input s2,
            output reg [3:0] out);
always @ (in1, in2, s2)
begin
    if (s2)  out = in1;
    else out = in2;
end
endmodule
`timescale 1ns / 1ps
module subtractor(input [4:0] in1,
                  input [3:0] in2,
                  output reg [4:0] out);
always @(in1, in2)
begin
    out = in1 - {1'd0, in2};
end
endmodule
File: flow/constraint.sdc
current_design division

set clk_period 3.4
set clk_io_pct 0.2

create_clock -name clk0 -period $clk_period [get_ports {clk}]

set non_clock_inputs [all_inputs -no_clocks]
set_input_delay [expr $clk_period * $clk_io_pct] -clock clk0 $non_clock_inputs
set_output_delay [expr $clk_period * $clk_io_pct] -clock clk0 [all_outputs]
File: flow/run.sh
#!/bin/bash
# OpenROAD 26Q1-2900-gdf79404cd8, Yosys 0.63+post, stock flow scripts
make -C /OpenROAD-flow-scripts/flow DESIGN_CONFIG=/design/flow/config.mk WORK_HOME=/design/flow/orfs finish
File: flow/config.mk
export PLATFORM = sky130hd
export DESIGN_NAME = division
export DESIGN_NICKNAME = division
export VERILOG_FILES = /design/flow/design.v
export SDC_FILE = /design/flow/constraint.sdc
export NUM_CORES = 4
export LEC_CHECK = 1
export CORE_UTILIZATION = 30
==> results_dict.tcl <==
# yosys + openroad results
set metrics [dict create \
    run_status "completed" \
    log.warning_count 26 \
    grt_overflow_total 0 \
    synth_largest_type_area_fraction_pct 19.7 \
    dieHeight_um 73.4 \
    place.gp.congestion 0.788 \
    largest_net_degree_at_the_start_of_global_routing 17 \
    grt_antenna_before_repair 0 \
    startpoint_type "input pin" \
    finalSetupViolations 0 \
    enable_flop_cells 0 \
    finalCoreUtilization_pct 38.1 \
    ant_nets 0 \
    unclocked_regs 9 \
    die_width_um 73.4 \
    r2r_cells 8 \
    cts_inserted_buffers 3 \
    cap_violations 0 \
    pin_count 20 \
    timing.hold.worst.class "register to register" \
    yosysCellCount 161 \
    fin_worst_hold_slack_ps 373 \
    finalClockPeriodUsage_pct 61.1 \
    ys_ff 35 \
    post_cts_buffers 0 \
    root_buffer "clkbuf_8" \
    async_reset_ff_share_pct 37.1 \
    drt_drc_violations_left 0 \
    finalHoldViolations 0 \
    route.vias.total 1116 \
    timing.critical_path.from "rst" \
    dpl.hpwl_mm 2.12 \
    chipArea_um2 5380 \
    synth.cell_area_um2 1530 \
    timing.rr.start "U1.U1.Q[0]" \
    top_cells_by_count "nor2_1, inv_1, dfxtp_1" \
    postCtsResizedCells 0 \
    synthFlopType "dfxtp_1" \
    cts-root-to-sink-buffers 2 \
    yosys.cell_types.count 41 \
    postSynthAreaPerCell_um2 9.49 \
    tightest_slew_ps 829 \
    p_leak_nw 0.789 \
    initial_utilization_pct 31.7 \
    placement.io_buffers 19 \
    max-vdd-ir-drop_mv 0.261 \
    syn2layout_area_growth_pct 20.0 \
    dr.first_iter.drc_count 69 \
    number_of_global_route_vias_before_repair 996 \
    worst_clock_skew_ps 8.31 \
    rr_endpoint "U1.U1.Q[4]" \
    max_transition_margin_pct 44.3 \
    post_drt_wl_per_cell_um 11.7 \
    unconstrained_endpoints 10 \
    post_route_cells_drive_above_1_share_pct 6.18 \
    cp_data_arrival_time_ps 2290 \
    topCellsByArea "dfrtp_1, dfxtp_1, dlxtn_1" \
    antenna_diodes 0 \
    ys_area_um2 1530 \
    crit_path_end "U1.U1.Q[3]" \
    hold_path.startpoint "U0.cs[7]" \
    timing.fmax_mhz 481 \
    clkSlewWorstSetupHoldPaths_ps 90 \
    path_max_fanout 16 \
    crit_type "input pin to register" \
    yosysWarningCount 12 \
    tritoncts "done" \
    cell_accounting_for_the_most_synthesized_area "dfrtp_1" \
    cp.required_ps 3620 \
    wl_mm 2.88 \
    final_critical_path_required_period_ps 2080 \
    first_pass_grt_wire_length_mm 4.69 \
    most_common_cell "nor2_1" \
    post_drt_via_cell_ratio 4.56 \
    coreArea_um2 4820 \
    first_pass_iteration_count_of_the_detailed_router 4 \
    netlist_instances 161 \
    worstSkewPairLatency_ps 270 \
    power.density_nw_per_um2 299 \
    grt_util_overall_pct 11.4 \
    rsz_0062_raised_after_global_routing "no" \
    fp-row-count 25 \
    end_kind "register" \
    final-max-slew-violation-count 0 \
    h-tree-depth 1 \
    r2r_setup_slack_ps 1660 \
    cts_hold_buffers 0 \
    setup_total_negative_slack_ps 0 \
]
## worst max-delay path: stages
cell,delay [ps]
clkdlybuf4s50_1,670
inv_1,130
buf_4,240
nand2_1,70
or4_1,400
nand3_1,90
## per-stage QoR
stage                     area, um2  power, mW  cells  worst slack (ps)
after floorplan                1530      0.318    161              1780
after global placement         1770      0.334    241              1070
after detailed placement       1770      0.334    241              1060
after CTS                      1830      0.556    245              1330
after global routing           1830      0.575    245              1230
final                          1830      0.547    245              1320
## cell families after synthesis
| family | share of synthesized area, % |
|---|---|
| multiplexers | 6.63 |
| flip-flops | 38.4 |
| XOR/XNOR | 0.573 |
| AND/OR/NAND/NOR | 22.0 |
| latches | 8.85 |
| buffers and inverters | 6.22 |
| AND-OR/OR-AND | 11.1 |
| adder cells (fa/ha/maj) | 6.22 |
## how the worst min path moves through the flow
stage,end,slack [ps],cells after the start
4_1_cts,U0.cs[2],380,0
5_1_grt,U0.cs[2],390,0
6_report,U0.cs[2],370,0
## area by class of cell
cell class | count | area [um2]
clock buffer | 4 | 66.3
fill | 491 | 2980
inverter | 14 | 52.6
multi-input combinational | 105 | 711
sequential | 35 | 722
tap | 67 | 83.8
timing repair buffer | 20 | 198
## sequential cells by signal, summed over array words and instances, names as in the netlist
register,count
U1.U8.Q,4
U1.U1.Q,5
U1.U3.Q,4
U0.cs,9
U0.Done,1
U0.ctrl,8
U1.U4.Q,4
## cells in the final DEF (no fill, tap or decap), types with 2 or more instances in the layout
cell type / instances
nand2_1: 3
o22ai_1: 2
nor2_1: 22
a21o_1: 2
inv_1: 14
dfrtp_1: 12
clkdlybuf4s50_1: 19
o21a_1: 2
or2_1: 3
a21oi_1: 5
dfxtp_1: 13
and2_1: 10
nor3_1: 6
a31oi_1: 3
nand3_1: 3
or4_1: 2
dlxtn_1: 9
ha_1: 6
nor2b_1: 6
a221oi_1: 4
mux2i_1: 9
clkbuf_8: 3
## power by group
group | total (mW) | internal, mW | switching [mW]
combinational | 0.0205 | 0.0114 | 0.00912
clock | 0.220 | 0.128 | 0.0925
sequential | 0.307 | 0.307 | 0.000000000000000260
total | 0.547 | 0.446 | 0.102
## per-layer routing
metal  vias up  part of all wire (%)  GRT usage [%]
met2        20                    43           17.7
met5         -                     0              0
met1       518                    52           17.7
met4         0                  0.83          0.641
li1        576                     -              -
met3         2                   4.2           2.36
Power and IR drop assume default switching activity.

==> design.v <==
`timescale 1ns / 1ps
module AND(input [3:0] a, input  b, output [3:0] val);
assign val[0] = a[0] & b;
assign val[1] = a[1] & b;
assign val[2] = a[2] & b;
assign val[3] = a[3] & b;
endmodule
`timescale 1ns / 1ps
module Combine (input [3:0] a, b, output reg [7:0] newNum);
always @(a,b)
begin
    newNum[0] = a[0];
    newNum[1] = a[1];
    newNum[2] = a[2];
    newNum[3] = a[3];
    newNum[4] = b[0];
    newNum[5] = b[1];
    newNum[6] = b[2];
    newNum[7] = b[3];
end
endmodule
`timescale 1ns / 1ps
module Convert(input [3:0] in0,  input [3:0] in1, input [3:0] in2, input [3:0] in3, output [7:0] out0, output [7:0] out1, output [7:0] out2, output [7:0] out3);
Convert_to_EightBit U1(.in(in0), .out(out0));
Convert_to_EightBit U2(.in(in1), .out(out1));
Convert_to_EightBit U3(.in(in2), .out(out2));
Convert_to_EightBit U4(.in(in3), .out(out3));
endmodule
`timescale 1ns / 1ps
module Convert_to_EightBit(input [3:0] in, output reg [7:0] out);
always @ (in)
begin
    case(in)
        4'd0: out = 8'd0;
        4'd1: out = 8'd1;
        4'd2: out = 8'd2;
        4'd3: out = 8'd3;
        4'd4: out = 8'd4;
        4'd5: out = 8'd5;
        4'd6: out = 8'd6;
        4'd7: out = 8'd7;
        4'd8: out = 8'd8;
        4'd9: out = 8'd9;
        4'd10: out = 8'd10;
        4'd11: out = 8'd11;
        4'd12: out = 8'd12;
        4'd13: out = 8'd13;
        4'd14: out = 8'd14;
        4'd15: out = 8'd15;
    endcase
end
endmodule
`timescale 1ns / 1ps
module Shift(input [1:0] ctrl, input [7:0] in, output reg [7:0] out  );
always @(ctrl, in)
begin
    case(ctrl)
        2'd0: out = in;
        2'd1: out = in << 1;
        2'd2: out = in << 2;
        2'd3: out = in << 3;
    endcase
end
endmodule
`timescale 1ns / 1ps
module Splice(input [7:0] a , b, output reg [3:0] a0, a1, b0, b1);
always @(a,b)
begin
    a0[0] = a[0];
    a0[1] = a[1];
    a0[2] = a[2];
    a0[3] = a[3];
    a1[0] = a[4];
    a1[1] = a[5];
    a1[2] = a[6];
    a1[3] = a[7];
     b0[0] = b[0];
     b0[1] = b[1];
     b0[2] = b[2];
     b0[3] = b[3];
     b1[0] = b[4];
     b1[1] = b[5];
     b1[2] = b[6];
     b1[3] = b[7];
end
endmodule
`timescale 1ns / 1ps
module Splice_Add(input [3:0] a0, a1, b0, b1, output [7:0] sum);
wire c_out0;
wire c_out1; 
wire [3:0] Splice_sum0, Splice_sum1;
reg zero;
initial
begin
zero = 0;
end
cla U1 (.a(a0), .b(b0), .c_in(zero), .c_out(c_out0), .sum(Splice_sum0)); 
cla U2 (.a(a1), .b(b1), .c_in(c_out0), .c_out(c_out1), .sum(Splice_sum1));
Combine U3(.a(Splice_sum0), .b(Splice_sum1), .newNum(sum));
endmodule
`timescale 1ns / 1ps
module addition(input [7:0] a, input [7:0] b, output [7:0] sum);
wire [3:0] a0, a1, b0, b1;
Splice U1 (.a(a), .b(b), .a0(a0), .a1(a1), .b0(b0), .b1(b1));
Splice_Add U2(.a0(a0), .a1(a1), .b0(b0), .b1(b1), .sum(sum));
endmodule
`timescale 1ns / 1ps
module basic_add(input c, input p, output reg sum );
always @(c, p)
begin
    sum = p ^ c;
end
endmodule
`timescale 1ns / 1ps
module carry(input cin, input [3:0] p, input [3:0] g, output reg [3:0] c, output reg cout);
always @(cin, p, g)
begin
    c[0] = cin;
    c[1] = g[0] | p[0] & cin;
    c[2] = g[1] | g[0] & p[1] | cin & p[0] & p[1];
    c[3] = g[2] | g[1] & p[2] | g[0] & p[1] & p[2] | c[0] & p[0] & p[1] & p[2];
    cout = g[3] | g[2] & p[3] | g[1] & p[2] & p[3] | g[0] & p[1] & p[2] & p[3] | c[0] & p[0] & p[1] & p[2] & p[3];
end
endmodule
`timescale 1ns / 1ps
module cla(input [3:0] a, input [3:0] b, input c_in, output c_out, output [3:0] sum );
wire [3:0] p;
wire [3:0] g;
wire [3:0] c;
quad_add U1 (.a(a), .b(b), .p(p), .g(g));
carry    U2 (.cin(c_in), .p(p), .g(g), .c(c), .cout(c_out));
overall_sum U3 (.c(c), .p(p), .sum(sum));
endmodule
`timescale 1ns / 1ps
module half_adder(input a, input b, output reg  p, output reg g);
always @(a,b)
begin
  p = a ^ b;
  g = a & b;
end
endmodule
`timescale 1ns / 1ps
module multiplier(input [3:0] top_a, input [3:0] top_b, output [7:0] top_out);
wire [3:0] AND_val3;
wire [3:0] AND_val2;
wire [3:0] AND_val1;
wire [3:0] AND_val0;
wire [7:0] convert_val3;
wire [7:0] convert_val2;
wire [7:0] convert_val1;
wire [7:0] convert_val0;
wire [7:0] shift_val3;
wire [7:0] shift_val2;
wire [7:0] shift_val1;
wire [7:0] shift_val0;
wire [7:0] first_level_sum0;
wire [7:0] first_level_sum1;
quad_AND U1 (.a(top_a), .b(top_b), .pp0(AND_val0), .pp1(AND_val1), .pp2(AND_val2), .pp3(AND_val3));
Convert U2 (.in0(AND_val0), .in1(AND_val1), .in2(AND_val2), .in3(AND_val3), .out0(convert_val0), .out1(convert_val1), .out2(convert_val2), .out3(convert_val3));
quad_Shift U3(.in0(convert_val0), .in1(convert_val1), .in2(convert_val2), .in3(convert_val3), .shiftVal0(shift_val0), .shiftVal1(shift_val1), .shiftVal2(shift_val2), .shiftVal3(shift_val3));
addition U4(.a(shift_val0), .b(shift_val1), .sum(first_level_sum0));
addition U5(.a(shift_val2), .b(shift_val3), .sum(first_level_sum1));
addition U8(.a(first_level_sum0), .b(first_level_sum1), .sum(top_out));
endmodule
`timescale 1ns / 1ps
module overall_sum(input [3:0] c, input [3:0] p, output [3:0] sum);
basic_add U0 (c[0], p[0], sum[0]);
basic_add U1 (c[1], p[1], sum[1]);
basic_add U2 (c[2], p[2], sum[2]);
basic_add U3 (c[3], p[3], sum[3]);
endmodule
`timescale 1ns / 1ps
module quad_AND(input [3:0] a, input [3:0] b, output [3:0] pp0, output [3:0] pp1, output [3:0] pp2, output [3:0] pp3 );
AND U1 (.a(a), .b(b[0]), .val(pp0));
AND U2 (.a(a), .b(b[1]), .val(pp1));
AND U3 (.a(a), .b(b[2]), .val(pp2));
AND U4 (.a(a), .b(b[3]), .val(pp3));
endmodule
`timescale 1ns / 1ps
module quad_Shift(input [7:0] in0, input [7:0] in1, input [7:0] in2, input [7:0] in3, output [7:0] shiftVal0, output [7:0] shiftVal1, output [7:0] shiftVal2, output [7:0] shiftVal3);
reg [1:0] ctrl3 = 2'd3;
reg [1:0] ctrl2 = 2'd2;
reg [1:0] ctrl1 = 2'd1;
reg [1:0] ctrl0 = 2'd0;
Shift U1 ( .ctrl(ctrl0), .in(in0), .out(shiftVal0));
Shift U2 ( .ctrl(ctrl1), .in(in1), .out(shiftVal1));
Shift U3 ( .ctrl(ctrl2), .in(in2), .out(shiftVal2));
Shift U4 ( .ctrl(ctrl3), .in(in3), .out(shiftVal3));
endmodule
`timescale 1ns / 1ps
module quad_add(input [3:0] a, input [3:0] b, output [3:0] p, output [3:0] g);
half_adder U0 (.a(a[0]), .b(b[0]), .p(p[0]), .g(g[0]));
half_adder U1 (.a(a[1]), .b(b[1]), .p(p[1]), .g(g[1]));
half_adder U2 (.a(a[2]), .b(b[2]), .p(p[2]), .g(g[2]));
half_adder U3 (.a(a[3]), .b(b[3]), .p(p[3]), .g(g[3]));
endmodule
==> run.sh <==
#!/bin/bash
# OpenROAD 26Q1-2900-gdf79404cd8, Yosys 0.63+post, stock flow scripts
make -C /OpenROAD-flow-scripts/flow DESIGN_CONFIG=/design/flow/config.mk WORK_HOME=/design/flow/orfs finish
==> config.mk <==
export PLATFORM = sky130hd
export DESIGN_NAME = multiplier
export DESIGN_NICKNAME = multiplier
export VERILOG_FILES = /design/flow/design.v
export SDC_FILE = /design/flow/constraint.sdc
export NUM_CORES = 4
export LEC_CHECK = 1
export CORE_AREA = 10 10 70 70
export DIE_AREA = 0 0 80 80
==> constraint.sdc <==
current_design multiplier

set clk_period 4.7
set clk_io_pct 0.2

create_clock -name clk0 -period $clk_period

set non_clock_inputs [all_inputs -no_clocks]
set_input_delay [expr $clk_period * $clk_io_pct] -clock clk0 $non_clock_inputs
set_output_delay [expr $clk_period * $clk_io_pct] -clock clk0 [all_outputs]
==> flow_results.xml <==
<?xml version="1.0" encoding="UTF-8"?>
<metrics>
  <group name="power">
    <metric name="seq_power_share" unit="">0</metric>
    <metric name="powerDensity" unit="nW/um^2">100.7</metric>
    <metric name="power.internal" unit="W">0.00005449</metric>
    <metric name="power.share.clock" unit="">0</metric>
    <metric name="net-switching-power" unit="W">0.00002743</metric>
    <metric name="ir_worst_vdd" unit="mV">0.03042</metric>
    <metric name="p_leak" unit="nW">0.4348</metric>
    <metric name="comb_power_share" unit="">1.000</metric>
    <metric name="power_switching_share" unit="">0.3348</metric>
  </group>
  <group name="global_routing">
    <metric name="grt_pass1_vias" unit="">471</metric>
    <metric name="grtUsageMet3" unit="">0.007955</metric>
    <metric name="maximum_number_of_pins_on_one_net_before_global_route_repair" unit="">5</metric>
    <metric name="global_route_wire_length_before_repair" unit="mm">1.959</metric>
    <metric name="grt_util_all_layers" unit="">0.03505</metric>
    <metric name="grt_util_met2" unit="">0.05457</metric>
    <metric name="grt_overflow_total" unit="">0</metric>
    <metric name="grt_util_met1" unit="">0.05087</metric>
    <metric name="grt_antenna_before_repair" unit="">0</metric>
    <metric name="global_route.peak_usage_layer" unit="">met2</metric>
  </group>
  <group name="final_timing">
    <metric name="max_clock_freq" unit="GHz">0.2198</metric>
    <metric name="setup_viol" unit="">0</metric>
    <metric name="pin_slew_with_the_least_headroom_to_its_limit" unit="ps">238.3</metric>
    <metric name="max_slew_headroom" unit="">0.8400</metric>
    <metric name="timing.final.max_slew_violations" unit="">0</metric>
    <metric name="fin_hold_ws" unit="ps">2511</metric>
    <metric name="final.setup.worst_slack" unit="ps">150.1</metric>
    <metric name="setup_repair_after_global_routing_missed_its_margin" unit="">no</metric>
    <metric name="finalCritPeriodShare" unit="">0.9681</metric>
    <metric name="finalWorstPathRequiredPeriod" unit="ps">4550</metric>
    <metric name="timing.final.hold_violations" unit="">0</metric>
  </group>
  <group name="floorplan">
    <metric name="die-height" unit="um">80</metric>
    <metric name="die_width" unit="um">80</metric>
    <metric name="design.core.area" unit="sq um">3416</metric>
    <metric name="fp.dieArea" unit="sq um">6400</metric>
    <metric name="floorplanUtilization" unit="">0.1560</metric>
    <metric name="io_pins" unit="">16</metric>
    <metric name="placementRows" unit="">21</metric>
  </group>
  <group name="route">
    <metric name="drt_first_pass_iters" unit="">2</metric>
    <metric name="routed_wl" unit="mm">1.051</metric>
    <metric name="final_antenna_net_count" unit="">0</metric>
    <metric name="detailroute.via_count" unit="">439</metric>
    <metric name="antenna_cells_inserted" unit="">0</metric>
    <metric name="drt_drc_violations_left" unit="">0</metric>
    <metric name="wire_per_inst" unit="um">8.147</metric>
    <metric name="avgViaCountPerCell" unit="">3.403</metric>
    <metric name="detailedRoute.firstIterationViolations" unit="">3</metric>
  </group>
  <group name="yosys">
    <metric name="synth_area_leaders" unit="">sky130_fd_sc_hd__ha_1 (31%), sky130_fd_sc_hd__and2_1 (18%), sky130_fd_sc_hd__fa_1 (15%)</metric>
    <metric name="synth_warnings" unit="">9</metric>
    <metric name="post_synth_inst_count" unit="">62</metric>
    <metric name="synth.cell_area" unit="sq um">533.0</metric>
    <metric name="synth.largest_area_cell" unit="">sky130_fd_sc_hd__ha_1</metric>
    <metric name="yosys.cell_types.count" unit="">16</metric>
    <metric name="synth_chip_area" unit="sq um">533.0</metric>
    <metric name="synth_largest_type_area_fraction" unit="">0.3052</metric>
    <metric name="post_synth.cell_area_avg" unit="sq um">8.597</metric>
    <metric name="synth_seq_share" unit="">0</metric>
    <metric name="yosysCellCount" unit="">62</metric>
  </group>
  <group name="hold_path">
    <metric name="type_of_the_most_critical_hold_path" unit="">input pin to output pin</metric>
    <metric name="min-delay-start" unit="">top_b[3]</metric>
    <metric name="worstHoldPathCells" unit="">5</metric>
    <metric name="worst_hold_path.endpoint" unit="">top_out[7]</metric>
  </group>
  <group name="final_layout">
    <metric name="syn_to_final_growth" unit="%">52.58</metric>
    <metric name="clock_buffer_count_in_the_final_layout" unit="">0</metric>
    <metric name="register_area" unit="sq um">0</metric>
    <metric name="area_of_all_placed_cells_without_fillers" unit="sq um">813.3</metric>
    <metric name="sequential_cells" unit="">0</metric>
    <metric name="final_layout_size_suffix_gt1_frac" unit="">0.3012</metric>
  </group>
  <group name="placed_design">
    <metric name="dpl_cell_area" unit="sq um">780.7</metric>
    <metric name="finalWeightedCongestion" unit="">0.6989</metric>
    <metric name="port_buffers" unit="">16</metric>
    <metric name="preCtsSetupSlack" unit="ps">-429.6</metric>
  </group>
  <group name="flow_run">
    <metric name="cap_viol_max_count" unit="">0</metric>
    <metric name="openroad.warnings" unit="">36</metric>
  </group>
  <group name="outcome">
    <metric name="run_status" unit="">completed</metric>
  </group>
  <group name="worst_setup_path">
    <metric name="setup.worst_path.end_class" unit="">output pin</metric>
    <metric name="timing.critical_path.fanout_max" unit="">2</metric>
    <metric name="critPathKind" unit="">input pin to output pin</metric>
    <metric name="critical_path_startpoint_category" unit="">input pin</metric>
    <metric name="worst_ep_required_time" unit="ps">3760</metric>
    <metric name="worst_ep_arrival_time" unit="ps">3610</metric>
  </group>
  <group name="clocking">
    <metric name="post_cts_hold_buffer_count" unit="">0</metric>
  </group>
</metrics>
[critical path, cell delays in order]
cell and delay [ps]:
sky130_fd_sc_hd__dlygate4sd2_1 220, sky130_fd_sc_hd__and2_1 130, sky130_fd_sc_hd__ha_2 170, sky130_fd_sc_hd__inv_1 50, sky130_fd_sc_hd__fa_1 470, sky130_fd_sc_hd__inv_1 40, sky130_fd_sc_hd__ha_2 170, sky130_fd_sc_hd__fa_2 340
sky130_fd_sc_hd__buf_4 140, sky130_fd_sc_hd__fa_1 470, sky130_fd_sc_hd__clkdlybuf4s50_1 470
[synth_stat cells (all sizes together) (2+ instances only)]
library cell  count
nor2              2
fa                4
ha               13
o21ai             2
and2             15
xnor2             2
buf               8
o21a              2
inv               8
[layer usage]
layer	vias up	part of all wire
met1	197	0.53
met5	-	0
met2	10	0.42
met4	0	0
met3	0	0.055
li1	232	-
[area by class of cell]
type,count,area (sq um)
Fill cell,384,2603
Inverter,8,30.03
Multi-Input combinational cell,46,476.7
Tap cell,46,57.56
Timing Repair Buffer,29,249.0
[power by group through the flow]
stage / clock network, W / logic, W / registers, W
4_1_cts: 0 / 0.0000863 / 0
5_1_grt: 0 / 0.0000950 / 0
6_report: 0 / 0.0000819 / 0
[metrics by stage]
step / TNS, ps / total power (W) / utilization / cells
after floorplan: 0 / 0.00004919 / - / 62
after global routing: 0 / 0.00009504 / 0.2381 / 129
after global placement: -1284 / 0.00008408 / 0.2286 / 128
after detailed placement: -1407 / 0.00008498 / 0.2286 / 128
final: 0 / 0.00008192 / 0.2381 / 129
after CTS: -4.230 / 0.00008629 / 0.2344 / 129
[cell families after synthesis]
| kind of cell | share of synthesized area |
|---|---|
| AND/OR/NAND/NOR | 0.2254 |
| adder cells (fa/ha/maj) | 0.4554 |
| buffers and inverters | 0.1690 |
| AND-OR/OR-AND | 0.05869 |
| XOR/XNOR | 0.09156 |
[timing repair]
| action | 4_1_cts | 5_1_grt |
|---|---|---|
| setup endpoints to repair | 4 | 4 |
| gates resized | 16 | 10 |
| buffers inserted | 1 | 0 |
| pin swaps | 7 | 5 |
[cell usage in the layout, fill, tap and decap left out, drive strengths merged]
| cell | Yosys | final |
|---|---|---|
| xnor3 | 1 | 1 |
| inv | 8 | 8 |
| o21a | 2 | 2 |
| ha | 13 | 13 |
| o22ai | 1 | 1 |
| xor2 | 1 | 1 |
| clkbuf | 0 | 3 |
| xnor2 | 2 | 2 |
| o21ai | 2 | 2 |
| and2 | 15 | 15 |
| nor4 | 1 | 1 |
| dlymetal6s2s | 0 | 4 |
| fa | 4 | 4 |
| clkdlybuf4s50 | 0 | 6 |
| nand2 | 1 | 1 |
| dlygate4sd2 | 0 | 3 |
| nand2b | 1 | 1 |
| nor2 | 2 | 2 |
| buf | 8 | 13 |
[worst max path at each step]
stage | end | slack [ps] | cells after the start | startpoint
6_report | top_out[4] | 150 | 11 | top_a[0]
5_1_grt | top_out[4] | 20 | 11 | top_a[0]
4_1_cts | top_out[6] | -4 | 13 | top_a[2]
Power and IR drop assume default switching activity.

==> /design/flow/run.sh <==
#!/bin/bash
# OpenROAD 26Q1-2900-gdf79404cd8, Yosys 0.63+post, stock flow scripts
make -C /OpenROAD-flow-scripts/flow DESIGN_CONFIG=/design/flow/config.mk WORK_HOME=/design/flow/orfs finish
==> /design/flow/config.mk <==
export PLATFORM = sky130hd
export DESIGN_NAME = CU
export DESIGN_NICKNAME = CU
export VERILOG_FILES = /design/flow/design.v
export SDC_FILE = /design/flow/constraint.sdc
export NUM_CORES = 4
export LEC_CHECK = 1
export CORE_AREA = 10 10 84 84
export DIE_AREA = 0 0 94 94
==> /design/flow/constraint.sdc <==
current_design CU

set clk_period 2.4
set clk_io_pct 0.2

create_clock -name clk0 -period $clk_period [get_ports {clk}]

set non_clock_inputs [all_inputs -no_clocks]
set_input_delay [expr $clk_period * $clk_io_pct] -clock clk0 $non_clock_inputs
set_output_delay [expr $clk_period * $clk_io_pct] -clock clk0 [all_outputs]
==> /design/flow/design.v <==
`timescale 1ns / 1ps
module CU(input Go, clk, rst, Done_Calc, Done_Div,
          input [2:0] f,
          output reg Done,
          output reg [13:0] ctrl);
reg [3:0] ns, cs;  
reg [2:0] q_f;
          parameter
             IDLE = 14'b0_0_0_0_00_0_0_00_0_0_00,
             S1   = 14'b1_1_1_0_00_0_0_00_0_0_00,
             S2   = 14'b1_0_0_0_00_0_0_00_0_0_00,
             S3_0 = 14'b0_0_0_1_00_0_0_00_0_0_00,
             S3_1 = 14'b0_0_0_1_01_0_0_00_0_0_00,
             S3_2 = 14'b0_0_0_1_10_0_0_00_0_0_00,
             S3_3 = 14'b0_0_0_1_11_0_0_00_0_0_00,
             S4_0 = 14'b0_0_0_0_00_0_1_10_0_0_00,
             S4_1 = 14'b0_0_0_0_00_0_1_10_1_1_00,
             S5 =   14'b0_0_0_0_00_1_0_00_0_0_00,
             S6_0 = 14'b0_0_0_1_00_0_0_01_0_1_00,
             S6_1 = 14'b0_0_0_1_01_0_0_01_0_1_00,
             S6_2 = 14'b0_0_0_1_10_0_0_01_0_1_00,
             S6_3 =   14'b0_0_0_1_11_0_0_01_0_1_00,
             S6_E_0 = 14'b0_0_0_0_00_0_0_01_0_1_00,
             S6_E_1 = 14'b0_0_0_0_01_0_0_01_0_1_00,
             S6_E_2 = 14'b0_0_0_0_10_0_0_01_0_1_00,
             S6_E_3 = 14'b0_0_0_0_11_0_0_01_0_1_00,
             S7   =   14'b0_0_0_0_00_1_0_11_1_1_00,
             S8  =    14'b0_0_0_0_00_0_1_10_1_1_00,
             S9_0  =  14'b0_0_0_0_00_0_0_00_0_0_01,
             S9_1 =  14'b0_0_0_0_00_0_0_00_0_0_10,
             S9_2 =  14'b0_0_0_0_00_0_0_00_0_0_11;
always @(posedge clk, posedge rst)
             begin
                      if(rst)
                             q_f <= 0;
                       else if(ctrl[13]) q_f <= f;
                       else q_f <= q_f;
             end
always @(Go, Done_Calc, Done_Div, Done, ns, cs, q_f)
             begin
                 case(cs)
                 4'd0:
                     begin
                     Done = 0;
                     if(Go) begin ns = 1; end
                     else begin ns = 0; end
                     end
                 4'd1: begin Done = 0; ns = 2; end
                 4'd2: begin Done = 0; ns = 3; end
                 4'd3:
                    begin
                        Done = 0;
                        case(q_f)
                                       3'b000: ns = 6;
                                       3'b001: ns = 6;
                                       3'b010: ns = 6;
                                       3'b011: ns = 6;
                                       3'b100: ns = 5;
                                       3'b101: ns = 4;
                                       3'b110: ns = 10;
                                       3'b111: ns = 10;
                       endcase
                    end   
                 4'd4: begin Done = 0; ns = 7; end
                 4'd5: begin Done = 0; ns = 8; end
                 4'd6: begin Done = 0;
                 if(!Done_Calc) 
                 begin 
                    ns = 4'd6; 
                 end 
                 else 
                 begin 
                    ns = 4'd10; 
                 end
                 end
                 4'd7: begin Done = 0; ns = 9; end
                 4'd8: begin Done = 0; if(Done_Div)  begin ns = 4'd10; end else begin ns = 4'd8; end end
                 4'd9: begin Done = 0; ns = 4'd10; end
                 4'd10: begin Done = 1; ns = 4'd0; end
                 default: ns = 4'd0;
                 endcase
end
always @(posedge clk, posedge rst)
begin
         if(rst)
                cs <= 0;
         else
             cs <= ns;
end
always @(cs, ctrl, q_f)  
begin
    case(cs)
    4'd0:   ctrl = IDLE;
    4'd1:   ctrl = S1;
    4'd2:   ctrl = S2;
    4'd3:   
        begin
        case(q_f)
                3'b000: ctrl = S3_0;
                3'b001: ctrl = S3_1;
                3'b010: ctrl = S3_2;
                3'b011: ctrl = S3_3;
        endcase
        end
    4'd4:   ctrl = S4_0;
    4'd5:   ctrl = S5;
    4'd6: 
         begin
         case(q_f)
                   3'b000: ctrl = S6_0;
                   3'b001: ctrl = S6_1;
                   3'b010: ctrl = S6_2;
                   3'b011: ctrl = S6_3;
         endcase
         end
    4'd8: begin  ctrl = S7;
          end
    4'd9: ctrl = S8;
    4'd7: ctrl = S4_1;
    4'd10: 
         begin
           case(q_f)
               3'b000: ctrl = S9_0;
               3'b001: ctrl = S9_0;
               3'b010: ctrl = S9_0;
               3'b011: ctrl = S9_0;
               3'b100: ctrl = S9_0;
               3'b101: ctrl = S9_0;
               3'b110: ctrl = S9_1;
               3'b111: ctrl = S9_2;
           endcase
         end   
    endcase
end                                      
endmodule
==> reports/qor.csv <==
metric,value,unit
power.share.combinational,0.372,
synth.yosys.chip_area,779,um^2
synthToLayoutAreaGrowth,40.0,%
path_max_fanout,15,
worst-r2r-setup-slack,1.06,ns
grt_pass1_vias,590,
clock_power_share,0.176,
cap_viol_max_count,0,
place.detailed.hpwl,1440,um
count_of_endpoints_without_a_timing_constraint,29,
power_frac_seq,0.452,
area.combinational,342,um^2
crit_path_cell_trace,inv_1 > o32ai_1 > a211oi_1,
r2r_end,cs[0],
r2r-start,cs[0],
yosys_cells,80,
post-route-util,0.210,
postSynthCellCount,80,
worst_setup_path_startpoint,cs[0],
netlist.top_cell.by_instances,dlxtn_1,
final_min_period_over_clock_period,0.558,
hold_slack,0.488,ns
design.core.area,5200,um^2
grt_first_pass_wirelength,2960,um
timing_worst_setup_path_type,flip-flop to flip-flop,
ys.flops,21,
core.rowCount,26,
maxSlewHeadroom,0.624,
post_drt_wl_per_cell,10.9,um
ys.flop_type,dlxtn_1,
synth.top_cells.by_area,"dlxtn_1 27%, dfrtp_1 22%, mux2_2 5.8%",
cts_tree,built,
route.final.wire_length,1850,um
detail_route.first_pass.iterations,4,
final_critical_path_required_period,1.34,ns
log.warning_count,25,
drc,0,
power_report.internal_total,0.000588,W
enable_flop_cells,0,
yosys.cell_types.count,35,
dieArea,8840,um^2
clock_skews,0.00128,ns
seqCellArea,385,um^2
rsz_0062_raised_after_global_routing,no,
setup_viol,0,
post-synth-top-area-fraction,0.270,
timing.setup.tns,0,ns
floorplan.core_util,0.150,
post-cts-setup-buffer-count,0,
largest_area_cell,dlxtn_1,
endpoint_kind,flip-flop,
r2r_worst_path_depth,3,
pwr_density_cell,853,nW/um^2
finalHoldViolCount,0,
max-vdd-ir-drop,0.262,mV
unclocked_regs,14,
floorplan.die.width,94,um
worst_path_dominant_cell_family,flip-flops,
ctsLongestPathBuffers,2,
post_syn_area_per_cell,9.74,um^2
routabilityCongestion,0.800,
port-buffer-count,22,
endpoint,cs[0],
switching_power,0.000343,W
fill_cells,591,
antenna_violating_nets_post_route,0,
clock.latency.late_pin,0.22,ns
class_of_the_tightest_hold_or_removal_check,primary input to async pin,
mappedNetlistArea,779,um^2
start_kind,flip-flop,
total_of_cells_resized_after_clock_tree_synthesis,0,
cts.htree.levels,1,
via_count,624,
ctsHoldBuffers,0,
critical-path-slowest-cell,dfrtp_1,
clock_tree.root_cell,clkbuf_8,
cp_num_cells,3,
synthTopCellsByCount,"14 x dlxtn_1, 7 x dfrtp_1, 6 x nand2_1",
switching_share,0.369,
timing.critical_path.buf_inv,1,
antenna_found_initial,0,
drive_gt1_frac,0.110,
worstPathArrival,1.42,ns
leakagePower,0.430,nW
required,2.48,ns
asyncSetResetFlopFracSynth,0.333,
worst_pin_slew,0.564,ns
grt_start_max_net_pins,19,
critPathMaxStageDelay,0.65,ns
drt-initial-drc-count,34,
grt_usage,0.0414,
grt_remaining_overflow,0,
detail_route.antenna_diodes,0,
maxClockFrequency,0.746,GHz
synthesis.yosys.warnings,1,
outcome,"finished, final reports clean",
num_cts_buffers,3,
die-height,94,um
drv_slew,0,
worst_setup_hold_path_clk_slew,0.04,ns
viasPerCell,3.67,
floorplan.io_pins,23,
worst reg2reg max path, stage by stage, from the launching register on:
cell and delay (ns):
dfrtp_1 0.65, inv_1 0.16, o32ai_1 0.31, a211oi_1 0.08
final cells by class:
cell class                      instances  area share
Timing Repair Buffer                   22       0.202
Inverter                                3      0.0103
Clock buffer                            4      0.0413
Tap cell                               70      0.0803
Multi-Input combinational cell         50       0.313
Sequential cell                        21       0.353
sequential cells by signal (all words and copies together) (netlist names):
register  flops
ctrl         13
Done          1
cs            4
q_f           3
cells in the final DEF (no fill, tap or decap), drive strengths merged, types with 2 or more instances in the layout:
cell           Yosys  routed
clkdlybuf4s50      0      22
dlxtn             14      14
dfrtp              7       7
nand2              7       7
nor2b              5       5
a21oi              5       5
mux2               4       4
nor3b              4       4
clkbuf             0       4
inv                3       3
o211ai             2       2
nor2               2       2
o21ai              2       2
nand3b             2       2
o32ai              2       2
kinds of logic after synthesis:
logic type      share of synthesized area
flops                               0.225
latches                             0.270
mux                                0.0578
compound gates                      0.146
xor+xnor                           0.0225
simple gates                        0.212
buf+inv                            0.0674
metal layers:
metal	wire length, um	share of wire	vias up	track usage
met5	0	0	-	0
met4	0	0	0	0.00127
met3	221	0.12	0	0.0210
met2	717	0.39	27	0.0576
met1	911	0.49	284	0.0588
li1	-	-	313	-
metrics by stage:
stage	area, um^2	std cells	worst slack [ns]	power (W)
after floorplan	779	80	1.37	0.000669
after global placement	1050	166	0.958	0.000768
after detailed placement	1050	166	0.951	0.000771
after CTS	1090	170	1.07	0.000941
after global routing	1090	170	1.00	0.00101
final	1090	170	1.06	0.000931
power by group through the flow:
stage,clock network (W),logic (W),registers [W]
after global routing,0.000179,0.000396,0.000437
after CTS,0.000169,0.000353,0.000419
final,0.000164,0.000346,0.000421
worst min-delay path by stage:
stage     from  endpoint  slack, ns  depth (start not counted)
6_report   rst     cs[2]       0.49                          2
5_1_grt    rst     cs[1]       0.52                          2
4_1_cts    rst     cs[1]       0.50                          2
Power is estimated from default activity; no workload was simulated.
